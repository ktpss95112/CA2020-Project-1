`design/flow/config.mk`:
```
export PLATFORM = sky130hd
export DESIGN_NAME = PC
export DESIGN_NICKNAME = PC
export VERILOG_FILES = /design/flow/design.v
export SDC_FILE = /design/flow/constraint.sdc
export NUM_CORES = 4
export LEC_CHECK = 1
export CORE_AREA = 10 10 109 109
export DIE_AREA = 0 0 119 119
```
`design/flow/constraint.sdc`:
```
current_design PC

set clk_period 1.0
set clk_io_pct 0.2

create_clock -name clk0 -period $clk_period [get_ports {clk_i}]

set non_clock_inputs [all_inputs -no_clocks]
set_input_delay [expr $clk_period * $clk_io_pct] -clock clk0 $non_clock_inputs
set_output_delay [expr $clk_period * $clk_io_pct] -clock clk0 [all_outputs]
```
`design/flow/design.v`:
```
module PC
(
    clk_i,
    rst_i,
    start_i,
    PCWrite_i,
    pc_i,
    pc_o
);
input               clk_i;
input               rst_i;
input               start_i;
input               PCWrite_i;
input   [31:0]      pc_i;
output  [31:0]      pc_o;
reg     [31:0]      pc_o;
always@(posedge clk_i or posedge rst_i) begin
    if(rst_i) begin
        pc_o <= 32'b0;
    end  
    else begin
        if (PCWrite_i) begin
            if(start_i)
                pc_o <= pc_i;
            else
                pc_o <= pc_o;
        end
    end
end
endmodule
```
`design/flow/run.sh`:
```
#!/bin/bash
# OpenROAD 26Q1-2900-gdf79404cd8, Yosys 0.63+post, stock flow scripts
make -C /OpenROAD-flow-scripts/flow DESIGN_CONFIG=/design/flow/config.mk WORK_HOME=/design/flow/orfs finish
```
==> CHANGELOG.md <==
## Implementation

- Status: complete, no violations
- WL final: 3700 um
- Clock Power Share: 27.9%
- Worst setup EP type: output port
- Dominant kind of combinational cell: multiplexers
- DRT iter0 DRCs: 28
- Register area: 801 um2
- Area leader share: 59.4%
- GRT overflow: 0
- Worst EP arrival: 0.79 ns
- Skew final: 0 ns
- Area fraction in mux cells: 35.1%
- Fraction of layout cells with a size suffix above 1: 59.4%
- Layout overhead on the synthesized area: 73.1%
- Max stage delay cell, worst path: dfrtp_1
- N_diodes: 0
- Syn avg cell area: 19.5 um2
- Ports: 68
- Setup violations, final: 0
- DR WL/cell: 12.2 um
- Vias/cell: 3.00
- Die Width: 119 um
- Dpl hpwl: 2690 um
- Final ANT Viol Nets: 0
- Seq/Total Area, Yosys: 59.4%
- Logic pwr share: 26.8%
- First-pass GRT wire length: 5910 um
- Clk buf depth: 2
- GRT busiest layer: met1
- Dominant cell type by area after synthesis: dfrtp_1
- CP bufs+invs: 1
- Ao+oa area frac: 0%
- Yosys cell types: 6
- Number of max-cap violations: 0
- Area fraction in and, or, nand and nor cells: 0.835%
- Port Buffer Count: 67
- Highest-count logic cell in the final layout: clkdlybuf4s50_1
- Synth Area in Adders: 0%
- Top cells excl fill/tap: clkdlybuf4s50_1 (33), buf_2 (32), dfrtp_1 (32), mux2_4 (30), buf_4 (23)
- Pwr Density: 1500 nW/um2
- Final design utilization: 24.2%
- Sequential Power Share: 45.3%
- Number of flip-flops in the largest register: 32
- Flops & latches, synth: 32
- Residual DRC count: 0
- Setup_tns: 0 ns
- Largest registers: pc_o x32
- WP data required: 0.80 ns
- Cell Rows: 36
- Netlist Area Pre-Place: 1350 um2
- LEAKAGE: 1.14 nW
- Final RePlAce weighted congestion: 0.684
- CP Cell Sequence: buf_2
- Clock transition at the registers of the reported paths: 0.08 ns
- Max incr delay on CP: 0.39 ns
- Pre-Place Util: 14.0%
- Worst hold margin: 0.255 ns
- Clk latency late pin: 0.28 ns
- Vias in the first global route: 1,018
- Post-Synthesis Cells: 69
- Ys cells: 69
- Via total after detailed routing: 910
- Synth Area in XOR/XNOR: 0%
- Period utilization: 98.6%
- Cell family with most CP delay: flip-flops
- CP Launch Type: register
- Final worst path period need: 0.986 ns
- Largest net degree at the start of global routing: 33
- Footprint of the multi-input gates: 484 um2
- Worst-path fanout max: 2
- CTS tree: yes
- Worst-Margin Slew: 0.180 ns
- GR Layer Usage met3: 1.87%
- GR Util met2: 7.30%
- Hold Vio Cnt, Final: 0
- Internal power: 2.68 mW
- Fill cells: 1,038
- Sw Pwr: 0.812 mW
- Final WS setup: 0.0140 ns
- Overall routing resource usage: 5.15%
- Pre-CTS WS: -0.421 ns
- Met1 usage: 7.58%
- Die ar.: 14,200 um2
- Router iterations before antenna repair: 2
- YS chip area: 1350 um2
- RSZ-0062 raised after global routing: true
- Switching Share: 23.2%
- Final Slew Violations: 0
- Highest ir drop seen on vdd: 0.385 mV
- Initial antenna violation count: 0
- Most flop-heavy register: pc_o
- Max-slew headroom: 88.0%
- Tool Warnings: 27
- Critical path start-end classification: reg2out
- Top cells by area: dfrtp_1 (59%), mux2_4 (33%), buf_12 (4.5%), mux2_2 (1.7%), nand2_4 (0.83%)
- Cts hold-fix bufs: 0
- Root Buffer: clkbuf_8
- Yosys warns: 1
- Clock sinks: 32
- FMAX: 1010 MHz
- Min-delay worst type: in2async
- Die span in y: 119 um
- Core Region: 9640 um2
- CTS Buf Count: 5
- H-tree level count: 2
- Total Power: 3.49 mW
per-stage QoR:
step	cells	area [um2]
floorplan	69	1350
global placement	282	2280
detailed placement	282	2280
CTS	298	2290
global route	303	2330
finish	303	2330
worst register-to-register path, cell delays in order, from the launching register on:
cell and delay [ns]:
dfrtp_1 0.38, buf_4 0.13, buf_4 0.12, mux2_4 0.24
final cells by class:
cell class	instances	share of cell area (%)
Sequential cell	32	34.3
Timing Repair Buffer	97	34.4
Clock inverter	1	0.214
Tap cell	133	7.13
Inverter	1	0.161
Clock buffer	6	3.11
Multi-Input combinational cell	33	20.7
repair_timing:
| item | in CTS | in global routing |
|---|---|---|
| setup buffers | 8 | 5 |
| gates cloned | 1 | 0 |
| resized | 100 | 3 |
| pin swaps | 1 | 0 |
| endpoints found under the hold margin | 0 | 0 |
| endpoints found under the setup margin | 62 | 38 |
layer usage:
metal | share of wire (%) | routed length, um
met2 | 41 | 1520
met5 | 0 | 0
met1 | 51 | 1890
met4 | 1.4 | 51
met3 | 6.4 | 237
final timing paths:
kind	startpoint	to	slack (ns)	cells after the start
max	pc_o[22]	pc_o[22]	0.01	1
min	rst_i	pc_o[0]	0.26	3
max reg2reg	pc_o[26]	pc_o[26]	0.02	3
min reg2reg	pc_o[11]	pc_o[11]	0.51	1
max in group asynchronous	rst_i	pc_o[28]	0.56	3
min in group clk0	pc_o[11]	pc_o[11]	0.51	1
cell usage after synthesis, drive strengths merged:
library cell   n
buf            3
dfrtp         32
inv            1
mux2          32
nand2          1
cells by family after synthesis:
group                  after synthesis
muxes                               32
DFF                                 32
buffers and inverters                4
and+or+nand+nor                      1
power by group through the flow:
stage / Clock [mW] / Sequential [mW] / Combinational [mW]
4_1_cts: 1.05 / 1.58 / 0.911
6_report: 0.973 / 1.58 / 0.938
5_1_grt: 1.11 / 1.61 / 1.02
Power and IR drop assume default switching activity.
